<file path="flow/config.mk">
export PLATFORM = sky130hd
export DESIGN_NAME = forwardingCBZ
export DESIGN_NICKNAME = forwardingCBZ
export VERILOG_FILES = /design/flow/design.v
export SDC_FILE = /design/flow/constraint.sdc
export NUM_CORES = 4
export LEC_CHECK = 1
export CORE_AREA = 10 10 143 143
export DIE_AREA = 0 0 153 153
</file>
<file path="flow/constraint.sdc">
current_design forwardingCBZ

set clk_period 19.1
set clk_io_pct 0.2

create_clock -name clk0 -period $clk_period

set non_clock_inputs [all_inputs -no_clocks]
set_input_delay [expr $clk_period * $clk_io_pct] -clock clk0 $non_clock_inputs
set_output_delay [expr $clk_period * $clk_io_pct] -clock clk0 [all_outputs]
</file>
<file path="flow/design.v">
`timescale 1ns/10ps
module forwardingCBZ(ID_opcode, EX_opcode, MEM_opcode,
							EX_MEM_RegWrite,
							MEM_WB_RegWrite, ID_Db, ID_valueCBZ, MEM_ALUOp_Result, EX_ALUOp_Result); 
	input logic [31:0] ID_opcode, EX_opcode, MEM_opcode;
	output logic [63:0] ID_valueCBZ;  
	input logic [63:0] ID_Db;  
	logic [4:0] srcReg, EX_MEM_destReg, MEM_WB_destReg;
	assign srcReg = ID_opcode[4:0];
	assign EX_MEM_destReg = EX_opcode[4:0];
	assign MEM_WB_destReg = MEM_opcode[4:0];
	input logic EX_MEM_RegWrite, MEM_WB_RegWrite;
	logic [1:0] ForwardCBZ;
	input logic [63:0] MEM_ALUOp_Result, EX_ALUOp_Result;
	genvar i;
	always_comb begin
		if((EX_MEM_RegWrite == 1'b1) && (EX_MEM_destReg != 31) && (EX_MEM_destReg == srcReg)) begin
			ForwardCBZ = 2'b10;
		end
		else if((MEM_WB_RegWrite == 1'b1) && (MEM_WB_destReg != 31) && (MEM_WB_destReg == srcReg)) begin
			ForwardCBZ = 2'b01;
		end else begin
			ForwardCBZ = 2'b00;
		end
	end
	generate
		for(i = 0; i < 64; i++) begin : setmuxCBZ
			mux4_1 muxCBZ_input (.out(ID_valueCBZ[i]), .i00(ID_Db[i]), .i01(MEM_ALUOp_Result[i]), .i10(EX_ALUOp_Result[i]),
										.i11(1'b0), .sel0(ForwardCBZ[0]), .sel1(ForwardCBZ[1])); 
		end
	endgenerate
endmodule
`timescale 1ns/10ps
module mux2_1(i0, i1, sel, out); 
	input logic i0, i1;
	input logic sel;
	output logic out;
	logic n1;
	not #(0.05) not1 (n1, sel);
	logic a1;
	and #(0.05) and1 (a1, i0, n1);
	logic a2;
	and #(0.05) and2 (a2, i1, sel);
	or #(0.05) or1(out, a1, a2);
endmodule 
module mux2_1_tb(); 
	logic i0, i1, sel, out;
	mux2_1 dut (.*); 
	initial begin 
	sel=0; i0=0; i1=0; #10; 
	sel=0; i0=0; i1=1; #10; 
	sel=0; i0=1; i1=0; #10; 
	 sel=0; i0=1; i1=1; #10; 
	 sel=1; i0=0; i1=0; #10; 
	 sel=1; i0=0; i1=1; #10; 
	 sel=1; i0=1; i1=0; #10; 
	 sel=1; i0=1; i1=1; #10; 
	end 
endmodule
module mux4_1(out, i00, i01, i10, i11, sel0, sel1); 
 output logic out; 
 input logic i00, i01, i10, i11, sel0, sel1; 
 logic v0, v1; 
 mux2_1 m0(.out(v0), .i0(i00), .i1(i01), .sel(sel0)); 
 mux2_1 m1(.out(v1), .i0(i10), .i1(i11), .sel(sel0)); 
 mux2_1 m (.out(out), .i0(v0), .i1(v1), .sel(sel1)); 
endmodule 
module mux4_1_testbench(); 
 logic i00, i01, i10, i11, sel0, sel1; 
 logic out; 
 mux4_1 dut (.out, .i00, .i01, .i10, .i11, .sel0, .sel1); 
 integer i; 
 initial begin 
 for(i=0; i<64; i++) begin 
 {sel1, sel0, i00, i01, i10, i11} = i; #10; 
 end 
 end 
endmodule
</file>
<file path="flow/run.sh">
#!/bin/bash
# OpenROAD 26Q1-2900-gdf79404cd8, Yosys 0.63+post, stock flow scripts
make -C /OpenROAD-flow-scripts/flow DESIGN_CONFIG=/design/flow/config.mk WORK_HOME=/design/flow/orfs finish
</file>
==> flow_summary.yaml <==
# physical design summary
hold_path:
  hold_path.class: "in -> out"
  hold_path.startpoint: "ID_Db[29]"
timing:
  setup_viol_count_final: 0
  rsz0062_at_grt: "no"
  whs_ps: 8583
  hold_viol_final: 0
  tightest_slew_ps: 806.6
  final.period_utilization: 0.5715
  fin_crit_ps: 10920
  report.final.slew_viol_count: 0
  fin_setup_tns_ps: 0
  fmax_mhz: 91.61
  worst_slack_ps: 8185
  slew_headroom: 0.4617
worst_setup_path:
  slowest_delay_ps: 930
  critPathLaunchType: "input pin"
  slowest_stage: "or3_2"
  critical-path-top-delay-family: "buffers and inverters"
  cp_max_fo: 34
  worstPathCellList: "clkdlybuf4s50_1 > xnor2_1 > nand2_2 > or3_2 > buf_4 > a31oi_1 > clkdlybuf4s50_1"
  path_common_cell: "clkdlybuf4s50_1"
  arrival_ps: 7100
  required_ps: 15280
  setup.worst_path.class: "in -> out"
  cp-startpoint: "ID_opcode[0]"
  cp.buffers_inverters: 3
  end_kind: "primary output"
synth:
  synthCells: 410
  synth_area_leader_cell: "buf_4"
  yosysCellCount: 410
  common_cells: "64 x a31oi_1, 64 x buf_4, 64 x nand4_1, 64 x nor4_1, 64 x o31ai_1"
  synth_cell_type_count: 22
  yosysTopAreaCellShare: 0.1825
  synth.area.top_cells: "buf_4 18%, o31ai_1 18%, a31oi_1 15%"
  yosysWarnings: 1
  avgSynthCellArea_um2: 6.421
  ys_area_mm2: 0.002633
  ys_seq_frac: 0
  syn_area_mm2: 0.002633
floorplanning:
  die_y_um: 153
  rows: 48
  io_pins: 354
  initCoreUtil: 0.1522
  die_x_um: 153
  die_area_mm2: 0.02341
  core_area_mm2: 0.01730
grt:
  grt_util_met1: 0.1719
  grt_max_degree: 38
  grt_use_met3: 0.04041
  grt_overflow_total: 0
  grtUsageMet2: 0.2279
  antenna_found_initial: 0
  busiest_layer: "met2"
  grt_pass1_wl_mm: 26.04
  grt_pass1_vias: 4114
  grt_use_total: 0.1355
pwr:
  combPwrFrac: 1.000
  p_leak_uw: 0.001399
  swShare: 0.4420
  power.density_mw_per_mm2: 23.33
  clockPowerShare: 0
  p_int_uw: 64.86
  p_switching_uw: 51.38
  pwr-share-seq: 0
  irDropWorstVdd_v: 0.000008830
clocking:
  cts_hold_buffers: 0
  post-cts-setup-buffer-count: 0
  ctsResizeCount: 0
placed_design:
  dp_cells: 790
  port_buffers: 273
  gp_congestion: 0.8805
  preCtsSetupSlack_ps: 8189
  dpl.hpwl_mm: 13.08
cells_and_area:
  drive_gt1_frac: 0.04425
  nClkBuffers: 0
  instances_no_fill: 790
  register_area_um2: 0
  syn_to_final_growth_pct: 89.26
  design.seq.count: 0
detailed_routing:
  drt_iter0_drc: 337
  routed_wl_mm: 17.39
  n_antenna_cell: 0
  antenna_left: 0
  post-route-drc-count: 0
  route.detailed.wl_per_inst_um: 22.01
  firstDrtPassIters: 4
  viasPerCell: 5.295
  num_vias: 4183
run_status:
  outcome: "completed"
job:
  warning_count: 113
  drv_cap: 0
cell usage in the layout, fill, tap and decap left out:
master / Yosys / routed
clkdlybuf4s50_1: 0 / 273
o31ai_1: 64 / 64
nand4_1: 64 / 64
nor4_1: 64 / 64
a31oi_1: 64 / 64
buf_4: 64 / 13
xnor2_1: 8 / 8
nand2_1: 4 / 2
nand3_2: 0 / 2
nand2_2: 0 / 2
and4_4: 1 / 1
or2_2: 1 / 1
o21a_2: 0 / 1
nor2_1: 1 / 1
o21ba_2: 0 / 1
or3_2: 0 / 1
o21ai_4: 0 / 1
and3_2: 0 / 1
and2_2: 0 / 1
tightest hold or removal path, stage by stage:
cell,delay [ps]
clkdlybuf4s50_1,400
o31ai_1,60
a31oi_1,70
clkdlybuf4s50_1,410
power by group through the flow:
stage | logic [uW] | registers (uW) | clock network (uW)
4_1_cts | 117 | 0 | 0
5_1_grt | 124 | 0 | 0
6_report | 116 | 0 | 0
area by class of cell:
class,count,area [um2]
fill,1898,12310
timing repair buffer,286,2830
multi-input combinational,279,1871
tap,225,281.5
cell families after synthesis:
kind of cell / after synthesis / synth area share
xor+xnor: 8 / 0.02662
buf+inv: 131 / 0.2999
compound gates: 131 / 0.3446
simple gates: 140 / 0.3289
through the flow:
stage          total power (uW)  area (um2)    util
2_1_floorplan             50.64        2633       -
3_3_place_gp              116.0        4982  0.2881
3_5_place_dp              116.2        4982  0.2881
4_1_cts                   116.7        4982  0.2881
5_1_grt                   124.1        4982  0.2881
6_report                  116.2        4982  0.2881
routing by layer:
metal	wire length, um	vias to the layer above
met3	1606	14
li1	-	1946
met2	8290	236
met5	0	-
met4	199	0
met1	7293	1987
path summary, 6_finish.rpt:
kind / end / slack, ps / depth (start not counted)
hold / removal: ID_valueCBZ[29] / 8580 / 4
setup / recovery: ID_valueCBZ[57] / 8180 / 7
Power and IR drop assume default switching activity.
