===== flow/run.sh =====
#!/bin/bash
# OpenROAD 26Q1-2900-gdf79404cd8, Yosys 0.63+post, stock flow scripts
make -C /OpenROAD-flow-scripts/flow DESIGN_CONFIG=/design/flow/config.mk WORK_HOME=/design/flow/orfs finish

===== flow/config.mk =====
export PLATFORM = sky130hd
export DESIGN_NAME = forwardingUnit
export DESIGN_NICKNAME = forwardingUnit
export VERILOG_FILES = /design/flow/design.v
export SDC_FILE = /design/flow/constraint.sdc
export NUM_CORES = 4
export LEC_CHECK = 1
export CORE_AREA = 10 10 70 70
export DIE_AREA = 0 0 80 80

===== flow/constraint.sdc =====
current_design forwardingUnit

set clk_period 1.0
set clk_io_pct 0.2

create_clock -name clk0 -period $clk_period

set non_clock_inputs [all_inputs -no_clocks]
set_input_delay [expr $clk_period * $clk_io_pct] -clock clk0 $non_clock_inputs
set_output_delay [expr $clk_period * $clk_io_pct] -clock clk0 [all_outputs]

===== flow/design.v =====
`timescale 1ns/10ps
module forwardingUnit(ID_opcode, EX_opcode, MEM_opcode, WB_opcode, 
							EX_MEM_RegWrite,
							MEM_WB_RegWrite,
							ForwardA, ForwardB, ForwardFlags, Ab, EX_Immediate, srcReg1, srcReg2); 
	input logic [31:0] ID_opcode, EX_opcode, MEM_opcode, WB_opcode;
	input logic [4:0] Ab;
	input logic EX_Immediate;
	input logic [4:0] srcReg1, srcReg2;
	logic [4:0] EX_MEM_destReg, MEM_WB_destReg, EX_srcReg1, EX_srcReg2;
	assign EX_MEM_destReg = MEM_opcode[4:0];
	assign MEM_WB_destReg = WB_opcode[4:0];
	input logic EX_MEM_RegWrite, MEM_WB_RegWrite;
	output logic [1:0] ForwardA, ForwardB;
	output logic ForwardFlags;
	always_comb begin
		if((EX_MEM_RegWrite == 1'b1) && (EX_MEM_destReg != 31) && (EX_MEM_destReg == srcReg1)) begin
			ForwardA = 2'b10;
		end
		else if((MEM_WB_RegWrite == 1'b1) && (MEM_WB_destReg != 31) && (MEM_WB_destReg == srcReg1)) begin
			ForwardA = 2'b01;
		end else begin
			ForwardA = 2'b00;
		end
		if((EX_MEM_RegWrite == 1'b1) && (EX_MEM_destReg != 31) && (EX_MEM_destReg == srcReg2)) begin
			ForwardB = 2'b10;
		end
		else if((MEM_WB_RegWrite == 1'b1) && (MEM_WB_destReg != 31) && (MEM_WB_destReg == srcReg2)) begin
			ForwardB = 2'b01;
		end else begin
			ForwardB = 2'b00;
		end
		if((MEM_opcode[31:21] == 11'b10101011000) || (MEM_opcode[31:21] == 11'b11101011000)) begin
			ForwardFlags = 1'b1;
		end else begin
			ForwardFlags = 1'b0;
		end
	end
endmodule

==> ci_impl_report.md <==
### Flow metrics

| Metric | Value |
|---|---|
| Outcome | `finished with violations` |
| Failing checks | `setup timing` |
| # clk buffers | `0` |
| Post-synth seq share | `0%` |
| Met3 WL | `about 330 um` |
| Max-area cell share | `between 40% and 50%` |
| GRT Resource Usage Total | `5.206%` |
| Largest area contributor in the netlist | `xnor2_1` |
| WP buf/inv | `3` |
| Met2 Wirelength | `roughly 630 um` |
| FP Util | `approximately 8.4%` |
| Total Die Area | `approximately 6400 um2` |
| VDD IR max | `just under 0.07 mV` |
| Die span in x | `80 um` |
| Mapped Area | `~290 um2` |
| Max-Cap Viols | `0` |
| Antenna violations before repair | `1` |
| Pleak | `around 0.37 nW` |
| Commonest Layout Cell | `buf_2` |
| Die height | `~80 um` |
| Pre-Repair DR Iteration Count | `2` |
| Vias per cell | `3.508` |
| Chip Area, Yosys | `287.8 um2` |
| Slew of the pin with the lowest slew margin | `0.3104 ns` |
| Crit start category | `input port` |
| Synthesis warning total | `1` |
| Vias | `roughly 450` |
| Max_slew headroom | `79.23%` |
| GRT overflow | `0` |
| Worst setup margin | `-0.3589 ns` |
| Drt drc | `0` |
| PnR Total Power | `between 0.0003 and 0.0004 W` |
| Critical path arrival | `around 1.2 ns` |
| Placed Cells | `between 100 and 150` |
| Worst slack at placement | `-1.123 ns` |
| Crit-path max cell delay | `0.26 ns` |
| Area Overhead vs Synth | `213.5%` |
| Fin util | `26.41%` |
| Core area | `around 3400 um2` |
| Kind of critical path | `input port to output port` |
| Crit path max fanout | `2` |
| Largest net degree at the start of global routing | `4` |
| Fillers | `~340` |
| Power density cells | `approximately 380 nW/um2` |
| Register area | `0 um2` |
| First-pass GRT wire length | `2691 um` |
| Post-Syn Area per Cell | `between 7 and 8 um2` |
| Rows | `21` |
| Worst Setup End Kind | `output port` |
| Cts hold-fix bufs | `0` |
| Yosys Instances | `39` |
| Tool Warnings | `roughly 150` |
| Setup Viol. Count Final | `5` |
| Vias in the first global route | `between 500 and 600` |
| Crit path cell chain | `buf_8, xnor2_2, nand3_1, nor4_2, buf_4, nor4_4, buf_2` |
| Unrepaired setup endpoints after global routing | `true` |
| Worst path top cell family by delay | `simple AND/OR/NAND/NOR gates` |
| Post-layout min period | `approximately 1.4 ns` |
| Highest routed layer | `met3` |
| Slew Viols, Final | `0` |
| Share of cells above drive strength 1 | `65.43%` |
| Min-Delay Path Class | `input port to output port` |
| Fin crit share | `135.9%` |
| Top cells excl fill/tap | `buf_2, xnor2_1, buf_8` |
| Remaining antenna violation count | `0` |
| Io pins | `about 150` |
| Initial drt markers | `11` |
| Mapped Cells | `39` |
| Final Hold Fails | `0` |
| Metal-1 WL | `805 um` |
| Seq cells | `0` |
| Post-synth area hogs | `xnor2_1, xor2_1, nor4_1, nand3_1, nand2_1` |
| Crit path DRT | `around 0.80 ns` |
| Fmax | `around 0.74 GHz` |
| Global placer's final weighted congestion | `~0.83` |
| Slowest library cell on the worst path | `nor4_2` |
| Drt wl/cell | `13.73 um` |
| Final Non-Filler Cells | `128` |
| Post-detail-place hpwl | `around 1500 um` |
| Final wirelength | `1758 um` |
| Yosys cell types | `11` |
| Port Buf Inserts | `37` |
## synth_stat cells
master	n
nor4_1	4
o21ai_2	1
nor4bb_1	1
nand3_1	4
nand4_1	2
xor2_1	4
xnor2_1	16
nor4b_1	1
nand2_1	4
and4_1	1
nor2_1	1
## logic make-up after synthesis
group | Yosys count | share of synthesized area, %
and+or+nand+nor | 18 | 36.08
AOI/OAI and AO/OA | 1 | 3.044
xor gates and xnor gates | 20 | 60.87
## routing by layer
layer | GRT usage [%] | vias up
met5 | 0 | -
met4 | 0 | 0
met3 | 4.205 | 0
met2 | 6.982 | 29
met1 | 6.698 | 195
li1 | - | 225
## cell type report
cell class / instances / area (um2) / share of cell area [%]
antenna: 1 / 2.502 / 0.2774
multi-input combinational: 39 / 451.7 / 50.07
tap: 46 / 57.56 / 6.380
timing repair buffer: 42 / 390.4 / 43.27
## path summary, 6_finish.rpt
path / cells past startpoint / start / slack [ns] / end
min: 4 / EX_MEM_RegWrite / 0.74 / ForwardA[1]
max: 7 / srcReg1[4] / -0.36 / ForwardA[0]
## what timing repair did
action | CTS | global route
setup endpoints to repair | 5 | 5
gates resized | 150 | 27
buffers inserted | 2 | 2
pin swaps | 24 | 11
## worst min-delay path, stage by stage
cell and delay (ns):
clkbuf_2 0.10, o21ai_4 0.07, nor4_2 0.05, buf_2 0.11
## per-stage QoR
stage | instance area (um2) | setup TNS (ns) | hold WS [ns]
floorplan | 287.8 | 0 | 0.4729
global placement | 723.2 | -4.883 | 1.344
detailed placement | 723.2 | -4.938 | 1.348
CTS | 779.5 | -1.048 | 0.7590
global route | 899.6 | -1.326 | 0.7497
finish | 902.1 | -1.018 | 0.7353
## power breakdown
group                total, W     internal, W  leakage, nW  switching, W
logic                0.000339        0.000206        0.374      0.000134
registers                   0               0            0             0
clock network  0.000000000134  0.000000000134   0.00000634             0
Power and IR drop assume default switching activity.
