==> ./run.sh <==
#!/bin/bash
# OpenROAD 26Q1-2900-gdf79404cd8, Yosys 0.63+post, stock flow scripts
make -C /OpenROAD-flow-scripts/flow DESIGN_CONFIG=/design/flow/config.mk WORK_HOME=/design/flow/orfs finish
==> ./config.mk <==
export PLATFORM = sky130hd
export DESIGN_NAME = WB
export DESIGN_NICKNAME = WB
export VERILOG_FILES = /design/flow/design.v
export SDC_FILE = /design/flow/constraint.sdc
export NUM_CORES = 4
export LEC_CHECK = 1
export CORE_AREA = 10 10 122 122
export DIE_AREA = 0 0 132 132
==> ./constraint.sdc <==
current_design WB

set clk_period 1.0
set clk_io_pct 0.2

create_clock -name clk0 -period $clk_period

set non_clock_inputs [all_inputs -no_clocks]
set_input_delay [expr $clk_period * $clk_io_pct] -clock clk0 $non_clock_inputs
set_output_delay [expr $clk_period * $clk_io_pct] -clock clk0 [all_outputs]
==> ./design.v <==
`timescale 1ns/10ps
module WB(clk, reset, ALUOp_Result, Dout, MemToReg, BLBranch, Incr4, WriteData, WB_destReg, WB_opcode); 
	input logic clk, reset;
	input logic [63:0] ALUOp_Result, Dout, Incr4;
	input logic MemToReg, BLBranch;
	output logic [63:0] WriteData;
	output logic [4:0] WB_destReg;
	input logic [31:0] WB_opcode;
	assign WB_destReg = WB_opcode[4:0];
	logic [63:0] InternalWriteData;  
	genvar i;
	generate
		for(i = 0; i < 64; i++) begin : setIntermediateWriteData
			mux2_1 memToRegMux(.i0(ALUOp_Result[i]), .i1(Dout[i]),
								.sel(MemToReg), .out(InternalWriteData[i]));
		end
	endgenerate
	generate
		for(i = 0; i < 64; i++) begin : setWriteData
			mux2_1 blbranchMux(.i0(InternalWriteData[i]), .i1(Incr4[i]),
									.sel(BLBranch), .out(WriteData[i]));
		end
	endgenerate	
endmodule
`timescale 1ns/10ps
module mux2_1(i0, i1, sel, out); 
	input logic i0, i1;
	input logic sel;
	output logic out;
	logic n1;
	not #(0.05) not1 (n1, sel);
	logic a1;
	and #(0.05) and1 (a1, i0, n1);
	logic a2;
	and #(0.05) and2 (a2, i1, sel);
	or #(0.05) or1(out, a1, a2);
endmodule 
module mux2_1_tb(); 
	logic i0, i1, sel, out;
	mux2_1 dut (.*); 
	initial begin 
	sel=0; i0=0; i1=0; #10; 
	sel=0; i0=0; i1=1; #10; 
	sel=0; i0=1; i1=0; #10; 
	 sel=0; i0=1; i1=1; #10; 
	 sel=1; i0=0; i1=0; #10; 
	 sel=1; i0=0; i1=1; #10; 
	 sel=1; i0=1; i1=0; #10; 
	 sel=1; i0=1; i1=1; #10; 
	end 
endmodule
==> git commit body <==
Log flow metrics for this revision

- Worst min path class: primary input to output pin
- For this run, the number of Yosys warnings is 0.
- Switching share of power: 32.2%
- For this block, the initial DRC count from the detailed router was 86.
* Via count of the first global-routing pass: ~2,700
- Pin count of the biggest net entering global routing: 29
- Once layout is complete, the utilization of the core stands at between 30% and 40%.
* Data arrival at the endpoint of the critical path: 1080 ps
- Once detail routing completed, the nets flagged for antenna violations numbered 0.
* Total congestion overflow after global routing: 0
* Peak fanout along the critical path: 6
- First-pass GRT wire length: between 15,000 and 20,000 um
* Area fraction in mux cells: about 34%
- Fill cells in the final layout number approximately 1,300.
- Cell Area, Synth: approximately 1900 sq um
- OpenROAD emitted warnings numbering about 64.
* Final routed wirelength across all metal layers: around 11,000 um
- Post-synthesis, Yosys gives the total cell area as between 1500 and 2000 sq um.
- Final Hold Violating Endpoints: 0
- Summed over all failing endpoints, the final setup total negative slack is -11,500 ps.
- Count of sequential standard cells: 0
- In this run, distinct cell masters in the synthesized netlist total 9.
- Final antenna diode count: 0
- Adders+Majority by Area: 0%
* Chip footprint: roughly 17,000 sq um
- Total number of placement rows: 40
- Final slew viol count: 0
- The initial antenna violation count is 0.
- Share of synthesized area occupied by flip-flops and latches: 0%
* Setup slack after layout: -278 ps
- Transition time at the pin with the least slew margin: between 150 and 200 ps
- Simple share: 12.8%
- Worst setup path end: WriteData[14]
- Hold repair after CTS inserted 0 buffers.
- The die is approximately 130 um tall.
- The share of the core area taken by cells at floorplan is around 15%.
- The highest supply drop recorded on VDD is 0.000127 V.
- Clock buffer count in the final layout: 0
- The worst path in the final design needs a cycle of about 1300 ps, including I/O delays and setup.
* Critical setup path kind: primary input to output pin
- For reference, the critical path is launched at MemToReg.
- Power density over cell area: 382 nW/um^2
* Number of maximum-capacitance violations: 0
* Critical path required time: 800 ps
- In this run the layout overhead on the synthesized area is reported as 121%.
* Synthesized-area fraction occupied by ao, oa, aoi and oai cells: between 10% and 20%
- Share of final-layout standard cells stronger than drive strength 1: between 20% and 30%
- Top-count cell post-synth: buf_4
* Sequential cell area in the final layout: 0 sq um
* Category of the worst setup path launch point: primary input
- Setup Viol. Count Final: 64
- Looking at the power breakdown, combinational cells take ~100% of the total.
* Power spent charging and discharging nets: ~510 uW
* Top cell area share: between 30% and 40%
- The first TritonRoute pass finished after 4 iterations.
- Registers are responsible for 0% of the overall power.
* Clock share of power: 0%
* Crit. End Element: output pin
- Via density: 3.98
- Among the non-sequential cells, buffers and inverters take the most area.
- From left edge to right edge, the die measures 132 um.
- The flow reports an fmax of approximately 780 MHz.
* Synth area leaders: mux2i_1, buf_4, o21ai_1
- Placer congestion estimate: 0.753
- The commonest cells after synthesis are buf_4, mux2i_1, nand2_1.
- In the final routed layout, each cell accounts on average for 16.6 um.
- In the routed design, unresolved DRC markers number 0.
- I/O Buffers: 258
* Top cell type by total area after synthesis: mux2i_1
- Post-synthesis cell count from yosys: around 280
* Gate count after technology mapping: about 280
- Across all checked pins, the minimum headroom to the slew limit is between 80% and 90%.
- The script extracted a total leakage power of ~0.0021 uW.
- Syn_area_per_cell: roughly 6.7 sq um
* Outcome: finished, violations left
* Violated checks: negative setup slack
- Share of the clock period used by the worst path after layout: 128%
* GRT Util Overall: a little under an eighth
- Total number of vias: around 2,600
- For this design the top-level I/O count stands at 297.
- HPWL after detailed placement: 8690 um
- The floorplan step defined a core boundary enclosing between 10,000 and 15,000 sq um.
* Xor+xnor area frac: 0%
- Setup repair after global routing could not meet its margin everywhere.
* Internal power contribution: 1080 uW
[kinds of logic after synthesis]
| logic type | after synthesis |
|---|---|
| buffers and inverters | 90 |
| and+or+nand+nor | 64 |
| AOI/OAI and AO/OA | 64 |
| muxes | 64 |
[power by group through the flow]
stage	clock network, uW	registers, uW	logic [uW]
5_1_grt	0	0	1750
6_report	0	0	1590
4_1_cts	0	0	1580
[worst min-delay path by stage]
stage | start | end | slack (ps) | depth (start not counted)
CTS | WB_opcode[0] | WB_destReg[0] | 400 | 0
global route | WB_opcode[3] | WB_destReg[3] | 400 | 0
finish | WB_opcode[0] | WB_destReg[0] | 400 | 0
[per-layer routing]
layer,part of all wire [%],GRT usage (%)
met1,41,13.6
met2,49,20.3
met3,10,4.06
met4,0.54,0.494
met5,0,0
[through the flow]
stage | cells | hold slack [ps] | total power [uW] | worst slack, ps | instance area (sq um)
detailed placement | 625 | 400 | 1730 | -715 | 4100
finish | 653 | 400 | 1590 | -278 | 4170
CTS | 644 | 400 | 1580 | -311 | 4040
floorplan | 282 | 466 | 743 | -31.5 | 1890
global route | 653 | 400 | 1750 | -350 | 4170
global placement | 625 | 400 | 1720 | -676 | 4100
[final cells by class]
type / count / area (sq um) / share of cell area [%]
well taps: 168 / 210 / 5.04
multi-input cells: 192 / 1240 / 29.6
repair buffers: 293 / 2720 / 65.3
[worst max-delay path, stage by stage]
cell and delay (ps):
buf_12 120, buf_12 130, buf_12 120, buf_12 120, mux2i_4 180, o21ai_1 100, buf_2 100
[timing repair]
action	4_1_cts	5_1_grt
setup buffers	14	11
endpoints found under the hold margin	0	0
pin swaps	47	33
gates cloned	5	1
resized	307	28
endpoints found under the setup margin	64	64
[cells in the final DEF (no fill, tap or decap)]
cell / count
buf_16: 4
dlygate4sd2_1: 102
buf_2: 58
nand2_1: 64
mux2i_2: 5
mux2i_1: 58
o21ai_1: 63
buf_8: 1
dlymetal6s2s_1: 6
clkbuf_16: 1
clkdlybuf4s50_1: 90
buf_4: 6
o21ai_2: 1
buf_6: 15
mux2i_4: 1
buf_12: 10
No activity file was given, so power comes from the tool's default toggle rates.
